File: /design/flow/run.sh
#!/bin/bash
# OpenROAD 26Q1-2900-gdf79404cd8, Yosys 0.63+post, stock flow scripts
make -C /OpenROAD-flow-scripts/flow DESIGN_CONFIG=/design/flow/config.mk WORK_HOME=/design/flow/orfs finish
File: /design/flow/config.mk
export PLATFORM = sky130hd
export DESIGN_NAME = DataMem
export DESIGN_NICKNAME = DataMem
export VERILOG_FILES = /design/flow/design.v
export SDC_FILE = /design/flow/constraint.sdc
export NUM_CORES = 4
export LEC_CHECK = 1
export CORE_UTILIZATION = 40
File: /design/flow/constraint.sdc
current_design DataMem

set clk_period 101.7
set clk_io_pct 0.2

create_clock -name clk0 -period $clk_period [get_ports {clk}]

set non_clock_inputs [all_inputs -no_clocks]
set_input_delay [expr $clk_period * $clk_io_pct] -clock clk0 $non_clock_inputs
set_output_delay [expr $clk_period * $clk_io_pct] -clock clk0 [all_outputs]
File: /design/flow/design.v
`timescale 1ns / 1ps
module DataMem                                 
(input clk, input MemRead, input MemWrite,input[2:0]fun3,input [7:0] addr, input [31:0] data_in, output [31:0] data_out);
    reg [7:0] mem [0:255];
    reg[31:0] temp;
    initial begin
mem[0]=8'd5;
mem[1]=8'd0;
mem[2]=8'd0;
mem[3]=8'd0;
mem[4]=8'd2;
mem[5]=8'd0;
mem[6]=8'd0;
mem[7]=8'd0;
mem[8]=8'd3;
mem[9]=8'd0;
mem[10]=8'd0;
mem[11]=8'd0;
mem[12]=8'd12;
mem[13]=8'd13;
mem[14]=8'd14;
mem[15]=8'd15;
mem[16]=8'd16;
mem[17]=8'd17;
mem[18]=8'd18;
mem[19]=8'd19;
mem[20]=8'd20;
mem[21]=8'd21;
mem[22]=8'd22;
mem[23]=8'd23;
mem[24]=8'd24;
mem[25]=8'd25;
mem[26]=8'd26;
mem[27]=8'd27;
mem[28]=8'd28;
mem[29]=8'd29;
mem[30]=8'd30;
mem[31]=8'd31;
mem[32]=8'd32;
mem[33]=8'd33;
mem[34]=8'd34;
mem[35]=8'd35;
mem[36]=8'd36;
mem[37]=8'd37;
mem[38]=8'd38;
mem[39]=8'd39;
mem[40]=8'd40;
mem[41]=8'd41;
mem[42]=8'd42;
mem[43]=8'd43;
mem[44]=8'd44;
mem[45]=8'd45;
mem[46]=8'd46;
mem[47]=8'd47;
mem[48]=8'd48;
mem[49]=8'd49;
mem[50]=8'd50;
mem[51]=8'd51;
mem[52]=8'd52;
mem[53]=8'd53;
mem[54]=8'd54;
mem[55]=8'd55;
mem[56]=8'd56;
mem[57]=8'd57;
mem[58]=8'd58;
mem[59]=8'd59;
mem[60]=8'd60;
mem[61]=8'd61;
mem[62]=8'd62;
mem[63]=8'd63;
    end
    always @(posedge clk) begin
        if(MemWrite)begin
        case(fun3)
        3'b000: mem[addr]=data_in[7:0];  
        3'b001:       {mem[addr+1],mem[addr]}=data_in[15:0];  
        3'b010:     {mem[addr+3],mem[addr+2],mem[addr+1],mem[addr]}=data_in;    
        endcase
        end
    end
    always @(*) begin
        case(fun3)
        3'b000:temp = {{24{mem[addr][7]}}, mem[addr]};       
        3'b001:temp={{16{mem[addr+1][7]}},mem[addr+1],mem[addr]};       
        3'b010:temp={mem[addr+3],mem[addr+2],mem[addr+1],mem[addr]};       
        3'b100:temp= {24'b0, mem[addr]};     
        3'b101:temp={16'b0, mem[addr+1],mem[addr]};       
        default:temp=0;
        endcase
    end
     assign data_out = (MemRead)?temp:0;
endmodule 
==> Table 3: Implementation characteristics <==
Physical implementation characteristics

Parameter                              Value

Logic synthesis
  Top cells by area .................. sky130_fd_sc_hd__edfxtp_1, sky130_fd_sc_hd__mux4_2, sky130_fd_sc_hd__mux2i_1
  Area fraction of the dominant cell type after synthesis .................. 0.3032
  Share of flip-flops with an asynchronous set or reset .................. 0
  Flip-flop and latch count after synthesis .................. 2048
  Share of synthesized area occupied by flip-flops and latches .................. 0.3032
  Post-synthesis cell count from yosys .................. 18170
  Mean Syn Cell Area .................. 11.16 µm²
  Library cell with the largest summed area after synthesis .................. sky130_fd_sc_hd__edfxtp_1
  Synthesized instance count .................. 18170
  Number of synthesized flops with an enable pin .................. 2048
  Main synth FF type .................. sky130_fd_sc_hd__edfxtp_1
  Combined area of all synthesized cells .................. 202800 µm²
  Cell Type Count .................. 77
  Post-synthesis chip area from yosys .................. 202800 µm²
  Yosys synthesis warning count .................. 1

Status
  Violated checks .................. capacitance limit, slew limit
  Status .................. complete, but fails checks

Place
  Global placer's final weighted congestion .................. 1.142
  Instance area after placement .................. 212200 µm²
  PortBufs .................. 77
  HPWL Detailed .................. 881900 µm

Critical path
  Arrival time worst endpoint .................. 29610 ps
  Critical path data required time .................. 81360 ps
  Critical path peak fanout .................. 53
  Type of the worst setup path .................. input pin to output port
  Endpoint class of the critical path .................. output port
  Startpoint type of the worst setup path .................. input pin

Flow run
  Stage-log warning count .................. 41
  Max cap viols .................. 3

Pwr
  Power Density .................. 12.01 nW/µm²
  Share of total power in combinational logic .................. 0.268
  Clock share of power .................. 0.381
  Net switching power .................. 0.0009507 W
  Switching share of power .................. 0.3565
  Leakage .................. 82.68 nW
  Max IR drop VDD .................. 0.01240 mV
  Sequential group share of total power .................. 0.351
  Total internal power .................. 0.001716 W

Clock tree
  TritonCTS clock tree .................. yes
  CTS root buf .................. sky130_fd_sc_hd__clkbuf_16
  Number of H-tree levels .................. 5
  Number of clock sinks .................. 2048
  Number of hold-repair buffers added at the cts stage .................. 0
  Quantity of gates resized following cts .................. 0
  Maximum clock path buffer count .................. 4
  TritonCTS buffer count .................. 280
  Setup Fix Bufs, Post-CTS .................. 0
  Clk slew on worst S/H paths .................. 70 ps

Final layout
  Share of cells above drive strength 1 .................. 0.3212
  Filler Cell Count .................. 45840
  Growth of design area from synthesis to finish .................. 9.502%
  Most frequent standard cell in the layout excluding fill and tap cells .................. sky130_fd_sc_hd__mux4_2
  Most frequently placed logic cells in the final layout .................. sky130_fd_sc_hd__mux4_2, sky130_fd_sc_hd__nand2_1, sky130_fd_sc_hd__mux2i_1
  Post-route cell area .................. 222100 µm²
  Number of flip-flops in the largest register .................. 2048
  Layout Utilization .................. 0.4396

Timing
  Hold violation total from the final report .................. 0
  Tmin final .................. 49950 ps
  RSZ-0062 raised after global routing .................. false
  Headroom to the max-slew limit .................. -0.1170
  Max-slew violation total from the final report .................. 15
  Period utilisation layout .................. 0.4911
  Final hold slack .................. 19880 ps
  Peak Freq .................. 20.02 MHz
  Final setup violation count .................. 0
  Least-Margin Pin Slew .................. 1668 ps
  Setup total negative slack .................. 0 ps

Drt
  Number of DRC markers in iteration 0 .................. 23080
  Routed WL .................. 1274000 µm
  Number of iterations in the first detailed-routing pass .................. 10
  Via total after detailed routing .................. 186200
  Via-to-Cell Ratio .................. 7.488
  Detailed-route DRC error count .................. 0
  Average detailed-routed wire length per instance .................. 51.24 µm
  Post-route ant nets .................. 0

Worst hold path
  Worst hold-check path type .................. input pin to flop

Floorplan
  Die X .................. 714.1 µm
  Floorplan core area .................. 505200 µm²
  Height of the die .................. 714.1 µm
  Floorplan-stage core utilization .................. 0.4015
  Area of the die .................. 509900 µm²
  Top-level port count .................. 78
  Site row count .................. 261

GRT
  Gr usage total .................. 0.5227
  Number of global-route vias before repair .................. 173400
  Largest net degree at the start of global routing .................. 105
  Leftover overflow at the end of global routing .................. 0
  Number of antenna violations at the first check in global routing .................. 254
  Wire length of the first global-routing pass .................. 1670000 µm
## area by class of cell
class / instances / area [µm²] / area share
multi-input combinational: 14000 / 132600 / 0.5972
sequential: 2048 / 61500 / 0.2769
timing repair buffer: 1203 / 9641 / 0.04341
tap: 6706 / 8391 / 0.03778
clock buffer: 340 / 7296 / 0.03285
clock inverter: 160 / 1607 / 0.007234
antenna: 403 / 1008 / 0.004541
inverter: 7 / 27.53 / 0.0001239
## path summary, 6_finish.rpt
kind                        start            to  slack (ps)  cells after the start
worst max-delay path      addr[0]  data_out[13]       51750                     19
worst min-delay path  data_in[28]    mem[85][4]       19880                      2
## cells in the mapped netlist (44+ instances only)
cell / count
sky130_fd_sc_hd__a211oi_1: 564
sky130_fd_sc_hd__a21o_1: 522
sky130_fd_sc_hd__a21oi_1: 828
sky130_fd_sc_hd__a22oi_1: 66
sky130_fd_sc_hd__a311oi_1: 44
sky130_fd_sc_hd__a31oi_1: 66
sky130_fd_sc_hd__and3_1: 50
sky130_fd_sc_hd__buf_1: 78
sky130_fd_sc_hd__buf_2: 368
sky130_fd_sc_hd__buf_4: 193
sky130_fd_sc_hd__buf_6: 65
sky130_fd_sc_hd__clkbuf_1: 1410
sky130_fd_sc_hd__edfxtp_1: 2048
sky130_fd_sc_hd__mux2_2: 1556
sky130_fd_sc_hd__mux2i_1: 2226
sky130_fd_sc_hd__mux4_2: 2291
sky130_fd_sc_hd__nand2_1: 2244
sky130_fd_sc_hd__nand2_2: 44
sky130_fd_sc_hd__nand3_1: 271
sky130_fd_sc_hd__nand4_1: 102
sky130_fd_sc_hd__nor2_1: 1452
sky130_fd_sc_hd__nor2_4: 48
sky130_fd_sc_hd__o211ai_1: 64
sky130_fd_sc_hd__o21ai_0: 886
sky130_fd_sc_hd__o21ai_1: 162
sky130_fd_sc_hd__o22ai_1: 45
## kinds of logic (layout without fill, tap and decap cells)
family / after synthesis / count (layout) / share of synthesized area
buffers and inverters: 2123 / 1710 / 0.04765
multiplexers: 6073 / 6073 / 0.4507
AND/OR/NAND/NOR: 4451 / 4451 / 0.09159
XOR/XNOR: 33 / 33 / 0.001462
adder cells (fa/ha/maj): 10 / 10 / 0.0006169
AND-OR/OR-AND: 3435 / 3435 / 0.1048
other: 0 / 403 / 0
flip-flops: 2048 / 2048 / 0.3032
## metal layers
metal	GRT usage	share of wire	up-vias
li1	-	-	70600
met1	0.5844	0.31	92850
met2	0.6337	0.39	18080
met3	0.4334	0.20	4431
met4	0.3715	0.090	252
met5	0.2117	0.0079	-
## worst max-delay path, stage by stage
cell	delay, ps
sky130_fd_sc_hd__buf_16	290
sky130_fd_sc_hd__buf_4	540
sky130_fd_sc_hd__buf_4	540
sky130_fd_sc_hd__buf_4	590
sky130_fd_sc_hd__buf_4	690
sky130_fd_sc_hd__buf_4	590
sky130_fd_sc_hd__buf_4	660
sky130_fd_sc_hd__buf_4	690
sky130_fd_sc_hd__mux4_2	590
sky130_fd_sc_hd__nand2_1	100
sky130_fd_sc_hd__nand3_1	100
sky130_fd_sc_hd__a21oi_1	800
sky130_fd_sc_hd__a21oi_1	320
sky130_fd_sc_hd__a211oi_2	850
sky130_fd_sc_hd__buf_4	240
sky130_fd_sc_hd__a31o_2	90
sky130_fd_sc_hd__o21ai_0	510
sky130_fd_sc_hd__buf_4	360
sky130_fd_sc_hd__clkdlybuf4s50_1	390
## stage by stage
stage / total power (W) / setup WS, ps / instances
after detailed placement: 0.001613 / 51820 / 23970
after global routing: 0.002675 / 51510 / 24640
after global placement: 0.001615 / 51800 / 23970
after CTS: 0.002612 / 51820 / 24470
after floorplan: 0.001310 / 56490 / 18170
final: 0.002666 / 51750 / 24870
## power groups by stage
stage,Sequential [W],Clock (W),Combinational (W)
after CTS,0.000935,0.00101,0.000664
after global routing,0.000934,0.00104,0.000702
final,0.000935,0.00102,0.000715
Power is estimated from default activity; no workload was simulated.
